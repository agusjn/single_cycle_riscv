==> design.v <==
module lsu (
    input logic i_clk,
    input logic i_reset_n,
    input logic [31:0] i_lsu_addr,
    input logic [31:0] i_st_data,
    input logic i_lsu_wren,
    output logic [31:0] o_ld_data,
    output logic [31:0] o_io_ledr,
    output logic [31:0] o_io_ledg,
    output logic [6:0] o_io_hex0, o_io_hex1,o_io_hex2,o_io_hex3, o_io_hex4,o_io_hex5,o_io_hex6,o_io_hex7,
    input logic [31:0] i_io_sw,
    input logic [3:0] byte_en,
    output logic [17:0]   SRAM_ADDR,
    inout [15:0]          SRAM_DQ  ,
    output logic          SRAM_CE_N,
    output logic          SRAM_WE_N,
    output logic          SRAM_LB_N,
    output logic          SRAM_UB_N
);
parameter [31:0] HEX0_addr = 32'h7020;
parameter [31:0] HEX4_addr = 32'h7024;
parameter [31:0] sw_addr   = 32'h7800;
parameter [31:0] ledr_st   = 32'h7000;
parameter [31:0] ledr_end   = 32'h7010;
parameter [31:0] ledg_st   = 32'h7010;
parameter [31:0] ledg_end   = 32'h7020;
parameter [31:0] out_load_st = 32'h7000;
parameter [31:0] out_load_end = 32'h7800;
parameter [31:0] sram_st = 32'h2000;
parameter [31:0] sram_end = 32'h3FFF;
    logic [31:0] o_data_sram;
    logic o_ACK;
    sram_IS61WV25616_controller_32b_3lr sram(
        .i_ADDR(i_lsu_addr[17:0]),
        .i_WDATA(i_st_data),
        .i_BMASK(byte_en),
        .i_WREN(sram_enable),
        .i_RDEN(~sram_enable),
        .o_RDATA(o_data_sram),
        .o_ACK(o_ACK),
        .SRAM_ADDR(SRAM_ADDR),
        .SRAM_DQ(SRAM_DQ),
        .SRAM_CE_N(SRAM_CE_N),
        .SRAM_WE_N(SRAM_WE_N),
        .SRAM_LB_N(SRAM_LB_N),
        .SRAM_UB_N(SRAM_UB_N),
        .SRAM_OE_N(),
        .i_clk(i_clk),
        .i_reset(i_reset_n));
logic ledr_en, ledg_en, out_en, sram_enable;
logic [31:0] hex_addr;
logic [31:0] led_red;
logic [31:0] led_green;
logic [31:0] switch;
logic [3:0][7:0] hex0;
logic [3:0][7:0] hex4;
logic [31:0] o_ld_data_o;
logic [31:0] switch_addr;
assign out_en = (i_lsu_addr >= out_load_st && i_lsu_addr <= out_load_end) ? 1 : 0;
assign switch_addr = {i_lsu_addr[31:4], 4'b0000};
assign hex_addr = {i_lsu_addr[31:2], 2'b00};
assign ledr_en = (i_lsu_addr >= ledr_st && i_lsu_addr < ledr_end) ? 1 : 0;
assign ledg_en = (i_lsu_addr >= ledg_st && i_lsu_addr < ledg_end) ? 1 : 0;
assign sram_enable  = (i_lsu_addr >= sram_st && i_lsu_addr <= sram_end && i_lsu_wren == 1) ? 1 : 0;
always @(posedge i_clk) begin 
	o_io_ledr <= led_red & 32'h0001FFFF;     
	o_io_ledg <= led_green & 32'h000000FF;   
	o_io_hex0 <= hex0[0];
  o_io_hex1 <= hex0[1];
  o_io_hex2 <= hex0[2];
  o_io_hex3 <= hex0[3];
  o_io_hex4 <= hex4[0];
  o_io_hex5 <= hex4[1];
  o_io_hex6 <= hex4[2];
  o_io_hex7 <= hex4[3];
	switch <= i_io_sw;
end
always @(posedge i_clk or negedge i_reset_n) begin
	if (!i_reset_n) begin
		led_red <= 32'h0000;
		led_green <= 32'h0000;
		hex0 <= 32'h0000;
 		hex4 <= 32'h0000;
	end
    else begin 
        if(i_lsu_wren) begin
            if(ledr_en) begin
                led_red <= i_st_data;
            end
            else if(ledg_en) begin
                led_green <= i_st_data;
            end
            else if(hex_addr == HEX0_addr) begin
              hex0[0] <= i_st_data[7:0];
					    hex0[1] <= i_st_data[15:8];
					    hex0[2] <= i_st_data[23:16];
					    hex0[3] <= i_st_data[31:24];
            end
            else if(hex_addr == HEX4_addr) begin
					    hex4[0] <= i_st_data[7:0];
					    hex4[1] <= i_st_data[15:8];
					    hex4[2] <= i_st_data[23:16];
			        hex4[3] <= i_st_data[31:24];
            end
            else begin
            led_red <= 32'h0000;
		        led_green <= 32'h0000;
		        hex0 <= 32'h0000;
 		        hex4 <= 32'h0000;
            end
        end
        else begin
            if(ledr_en) begin 
                o_ld_data_o <= led_red;
            end
            else if(ledg_en) begin
                o_ld_data_o <= led_green;
            end
            else if(hex_addr == HEX0_addr) begin
                o_ld_data_o <= hex0;
            end
            else if(hex_addr == HEX4_addr) begin
                o_ld_data_o <= hex4;
            end
            else if(switch_addr == sw_addr) begin
                o_ld_data_o <= switch;
            end
            else begin
                o_ld_data_o <= 32'h0000;
            end
        end
    end
end
always@(*) begin
    if(out_en) begin
        if(byte_en == 4'b0001) begin
          o_ld_data <= {24'd0,o_ld_data_o[7:0]};
        end
        else if(byte_en == 4'b0011) begin
          o_ld_data <= {16'd0 ,o_ld_data_o[15:0]};
        end
        else if(byte_en == 4'b1111) begin
          o_ld_data <= o_ld_data_o;
        end
        else begin
          o_ld_data <=  o_ld_data_o;
        end
    end
    else if(sram_enable)begin 
        if(byte_en == 4'b0001) begin
          o_ld_data <= {24'd0,o_data_sram[7:0]};
        end
        else if(byte_en == 4'b0011) begin
          o_ld_data <= {16'd0 ,o_data_sram[15:0]};
        end
        else if(byte_en == 4'b1111) begin
          o_ld_data <= o_data_sram;
        end
        else begin
          o_ld_data <=  o_data_sram;
        end
    end
    else o_ld_data <= o_ld_data;
end
endmodule
module sram_IS61WV25616_controller_32b_3lr (
  input  logic [17:0]   i_ADDR   ,
  input  logic [31:0]   i_WDATA  ,
  input  logic [ 3:0]   i_BMASK  ,
  input  logic          i_WREN   ,
  input  logic          i_RDEN   ,
  output logic [31:0]   o_RDATA  ,
  output logic          o_ACK    ,
  output logic [17:0]   SRAM_ADDR,
  inout   [15:0]   SRAM_DQ  ,
  output logic          SRAM_CE_N,
  output logic          SRAM_WE_N,
  output logic          SRAM_LB_N,
  output logic          SRAM_UB_N,
  input  logic          SRAM_OE_N,
  input logic i_clk,
  input logic i_reset
);
  typedef enum logic [2:0] {
      StIdle
    , StWrite
    , StWriteAck
    , StRead0
    , StRead1
    , StReadAck
  } sram_state_e;
  sram_state_e sram_state_d;
  sram_state_e sram_state_q;
  parameter [15:0] z = 16'bzzzzzzzzzzzzzzzz;
  logic [17:0] addr_d;
  logic [17:0] addr_q;
  logic [31:0] wdata_d;
  logic [31:0] wdata_q;
  logic [31:0] rdata_d;
  logic [31:0] rdata_q;
  logic [ 3:0] bmask_d;
  logic [ 3:0] bmask_q;
  logic [15:0] SRAM_DQ_T;
   always_comb begin : proc_detect_state
    case (sram_state_q)
      StIdle, StWriteAck, StReadAck: begin
        if (i_WREN ~^ i_RDEN) begin
          sram_state_d = StIdle;
          addr_d       = addr_q;
          wdata_d      = wdata_q;
          rdata_d      = rdata_q;
          bmask_d      = bmask_q;
        end
        else begin
          sram_state_d = i_WREN ? StWrite : StRead0;
          addr_d       = i_ADDR & 18'h3FFFE;
          wdata_d      = i_WREN ? i_WDATA : wdata_q;
          rdata_d      = rdata_q;
          bmask_d      = i_BMASK;
        end
      end
      StWrite: begin
        sram_state_d = StWriteAck;
        addr_d       = addr_q | 18'h1;
        wdata_d      = wdata_q;
        rdata_d      = rdata_q;
        bmask_d      = bmask_q;
      end
      StRead0: begin
        sram_state_d = StRead1;
        addr_d       = addr_q | 18'h1;
        wdata_d      = wdata_q;
        rdata_d      = {rdata_q[31:16], SRAM_DQ};
        bmask_d      = bmask_q;
      end
      StRead1: begin
        sram_state_d = StReadAck;
        addr_d       = addr_q;
        wdata_d      = wdata_q;
        rdata_d      = {SRAM_DQ, rdata_q[15:0]};
        bmask_d      = bmask_q;
      end
      default: begin
        sram_state_d = StIdle;
        addr_d       = '0;
        wdata_d      = '0;
        rdata_d      = '0;
        bmask_d      = '0;
      end
    endcase
  end
  always_ff @(posedge i_clk) begin
    if (!i_reset) begin
      sram_state_q <= StIdle;
    end
    else begin
      sram_state_q <= sram_state_d;
    end
  end
  always_ff @(posedge i_clk) begin
    if (!i_reset) begin
      addr_q  <= '0;
      wdata_q <= '0;
      rdata_q <= '0;
      bmask_q <= 4'b0000;
    end
    else begin
      addr_q  <= addr_d;
      wdata_q <= wdata_d;
      rdata_q <= rdata_d;
      bmask_q <= bmask_d;
    end
  end
  always_comb begin : proc_output
    SRAM_ADDR = addr_q;
    SRAM_DQ_T   = z;
    SRAM_WE_N = 1'b1;
    SRAM_CE_N = 1'b1;
    case (sram_state_q)
      StWrite, StRead0: begin
        {SRAM_UB_N, SRAM_LB_N} = ~bmask_q[1:0];
      end
      StWriteAck, StRead1, StReadAck: begin
        {SRAM_UB_N, SRAM_LB_N} = ~bmask_q[3:2];
      end
      default: begin
        {SRAM_UB_N, SRAM_LB_N} = ~bmask_q[1:0];
      end
    endcase
    if (sram_state_q == StWrite) begin
      SRAM_DQ_T   = wdata_q[15:0];
      SRAM_WE_N = 1'b0;
    end
    if (sram_state_q == StWriteAck) begin
      SRAM_DQ_T   = wdata_q[31:16];
      SRAM_WE_N = 1'b0;
    end
    if (sram_state_q != StIdle) begin
      SRAM_CE_N = 1'b0;
    end
  end
  assign SRAM_DQ = SRAM_DQ_T;
  assign o_RDATA = rdata_q;
  assign o_ACK  = (sram_state_q == StWriteAck) || (sram_state_q == StReadAck);
endmodule : sram_IS61WV25616_controller_32b_3lr
==> run.sh <==
#!/bin/bash
# OpenROAD 26Q1-2900-gdf79404cd8, Yosys 0.63+post, stock flow scripts
make -C /OpenROAD-flow-scripts/flow DESIGN_CONFIG=/design/flow/config.mk WORK_HOME=/design/flow/orfs finish
==> config.mk <==
export PLATFORM = sky130hd
export DESIGN_NAME = lsu
export DESIGN_NICKNAME = lsu
export VERILOG_FILES = /design/flow/design.v
export SDC_FILE = /design/flow/constraint.sdc
export NUM_CORES = 4
export LEC_CHECK = 1
export CORE_UTILIZATION = 30
==> constraint.sdc <==
current_design lsu

set clk_period 7.8
set clk_io_pct 0.2

create_clock -name clk0 -period $clk_period [get_ports {i_clk}]

set non_clock_inputs [all_inputs -no_clocks]
set_input_delay [expr $clk_period * $clk_io_pct] -clock clk0 $non_clock_inputs
set_output_delay [expr $clk_period * $clk_io_pct] -clock clk0 [all_outputs]
==> impl_metrics.py <==
# Flow results
metrics = {
    "floorplan": {
        "floorplan.rows": 80,
        "init_core_util": 0.306,
        "die_area_sq_mm": 0.0497,
        "design.portCount": 293,
        "die_height_um": 223,
        "fp.coreArea_sq_mm": 0.0479,
        "overall_die_width_um": 223,
    },
    "placed_design": {
        "dpl.hpwl_um": 33700,
        "io_buffers": 237,
        "gp_congestion": 0.883,
    },
    "synth": {
        "synth-async-reset-ratio": 0.325,
        "synthDistinctLibCells": 53,
        "netlist.top_cell.by_area": "sky130_fd_sc_hd__dfxtp_1",
        "yosysWarnings": 3,
        "synth-edff-count": 32,
        "ys_cells": 1320,
        "syn_area_per_cell_sq_um": 11.1,
        "netlist_top_cells_count": "sky130_fd_sc_hd__dfxtp_1, sky130_fd_sc_hd__dfrtp_1, sky130_fd_sc_hd__o21ai_0, sky130_fd_sc_hd__clkbuf_1, sky130_fd_sc_hd__nand4_1",
        "area_leaders": "sky130_fd_sc_hd__dfxtp_1, sky130_fd_sc_hd__dfrtp_1, sky130_fd_sc_hd__edfxtp_1",
        "synthesized_instance_count": 1320,
        "synthesis.area_sq_mm": 0.0147,
        "top_cell_area_share": 0.276,
        "synth_dominant_cell_count": "sky130_fd_sc_hd__dfxtp_1",
        "synthFlopType": "sky130_fd_sc_hd__dfxtp_1",
        "synth_flop_count": 394,
        "ys_area_sq_mm": 0.0147,
    },
    "grt": {
        "grt_start_max_net_pins": 74,
        "number_of_antenna_violations_at_the_first_check_in_global_routing": 3,
        "globalRoute.totalOverflow": 0,
        "grtUsageMet1": 0.297,
        "grt_util_met3": 0.0990,
        "busiest_layer": "met1",
        "track_usage": 0.206,
        "first_global_vias": 11316,
        "grt_pass1_wl_um": 73900,
        "grtUsageMet2": 0.286,
    },
    "final_timing": {
        "setup_viol": 0,
        "slew_violations": 0,
        "grt_setup_unrepaired": "no",
        "unconstrained_endpoints": 64,
        "skew_final_ns": 0.0249,
        "timing.setup.tns_ns": 0,
        "timing.slew.headroom": 0.462,
        "count_of_unclocked_register_or_latch_pins": 32,
        "timing_worst_slew_pin_value_ns": 0.807,
        "max_freq_ghz": 0.231,
        "period_used_share": 0.555,
        "report.final.hold_viol_count": 0,
        "final.min_clock_period_ns": 4.33,
    },
    "setup_path": {
        "criticalPathCategory": "primary input to flop",
        "crit_fanout": 33,
        "worstSetupEndpointType": "flop",
        "cp_data_required_time_ns": 8.09,
        "r2r-start": "sram.sram_state_q[2]",
        "startpoint_type": "primary input",
        "crit_start": "i_lsu_addr[11]",
        "timing.reg2reg.setup_slack_ns": 5.70,
        "worstPathArrival_ns": 4.62,
    },
    "clocking": {
        "postCtsSetupRepairBufs": 0,
        "cts_inserted_buffers": 41,
        "clock_latency_ns": 0.58,
        "clock_tree.htree_level_count": 2,
        "post_cts_resized": 0,
        "post_cts_hold_fix_buffer_tally": 0,
        "tritoncts": "built",
        "root_buffer": "sky130_fd_sc_hd__clkbuf_16",
        "clkTransAtPathRegs_ns": 0.06,
        "clock_path_buffers": 3,
    },
    "flow_run": {
        "stage_log_warnings": 25,
        "cap_viol_max_count": 0,
    },
    "route": {
        "vias": 11696,
        "postRouteWirelength_um": 50000,
        "number_of_remaining_drc_errors": 0,
        "drt_iter0_drc": 917,
        "drt_pre_antenna_iters": 5,
        "vias_per_cell": 5.44,
        "ant_nets": 0,
        "detail_route.wl_per_cell_um": 23.3,
    },
    "power": {
        "power.static_leakage_nw": 7.05,
        "fin_total_pwr_mw": 4.10,
        "vdd_ir_drop_max_mv": 0.131,
        "power-per-cell-area_mw_per_mm2": 217,
    },
    "worst_hold_path": {
        "timing.hold.worst.start": "hex0[30]",
        "holdCritPathClass": "flop to flop",
    },
    "layout": {
        "area_growth_pct": 28.8,
        "drive_above_1_share": 0.0952,
    },
    "status": {
        "run_status": "finished, final reports clean",
    },
}
## state kept, by name, indices dropped and copies added, names as in the netlist
name / flops
hex0: 32
hex4: 32
led_green: 32
led_red: 32
o_io_hex0: 7
o_io_hex1: 7
o_io_hex2: 7
o_io_hex3: 7
o_io_hex4: 7
o_io_hex5: 7
o_io_hex6: 7
o_io_hex7: 7
o_io_ledg: 8
o_io_ledr: 17
o_ld_data: 32
o_ld_data_o: 32
sram.addr_q: 18
sram.bmask_q: 4
sram.rdata_q: 32
sram.sram_state_q: 3
sram.wdata_q: 32
switch: 32
## area by class of cell
cell class	instances	area [sq um]
well taps	615	769
inverters	2	7.51
flip-flops and latches	394	8690
diodes	2	5.00
clock inverters	18	183
fillers	4465	29100
repair buffers	270	2620
clock buffers	58	1200
multi-input cells	792	5390
## placed cells by master, fill, tap and decap left out, types with 4 or more instances in the layout
cell type,count
sky130_fd_sc_hd__a32o_1,32
sky130_fd_sc_hd__clkbuf_1,9
sky130_fd_sc_hd__mux2i_1,26
sky130_fd_sc_hd__nor2b_1,42
sky130_fd_sc_hd__or3b_2,4
sky130_fd_sc_hd__dfrtp_1,128
sky130_fd_sc_hd__clkinv_2,9
sky130_fd_sc_hd__a211oi_1,33
sky130_fd_sc_hd__dlxtn_1,32
sky130_fd_sc_hd__edfxtp_1,32
sky130_fd_sc_hd__a22oi_1,73
sky130_fd_sc_hd__o21ai_1,35
sky130_fd_sc_hd__a221oi_1,32
sky130_fd_sc_hd__nor4_1,5
sky130_fd_sc_hd__clkbuf_8,5
sky130_fd_sc_hd__or4_1,5
sky130_fd_sc_hd__o211ai_1,32
sky130_fd_sc_hd__conb_1,39
sky130_fd_sc_hd__nand4_1,97
sky130_fd_sc_hd__dfxtp_1,202
sky130_fd_sc_hd__mux2_1,8
sky130_fd_sc_hd__buf_4,33
sky130_fd_sc_hd__clkbuf_16,44
sky130_fd_sc_hd__a22o_1,45
sky130_fd_sc_hd__mux2_2,17
sky130_fd_sc_hd__or2_2,4
sky130_fd_sc_hd__nor2_1,36
sky130_fd_sc_hd__o21ai_0,125
sky130_fd_sc_hd__nand2_1,54
sky130_fd_sc_hd__clkdlybuf4s50_1,236
## worst max-delay path, cell delays in order
cell and delay (ns):
sky130_fd_sc_hd__clkdlybuf4s50_1 0.49, sky130_fd_sc_hd__or4_1 0.81, sky130_fd_sc_hd__nor3_4 0.23, sky130_fd_sc_hd__buf_4 0.36, sky130_fd_sc_hd__buf_4 0.42, sky130_fd_sc_hd__a22oi_1 0.15
sky130_fd_sc_hd__a211oi_1 0.55
## worst paths after layout
check,cells past startpoint,to
max,7,o_ld_data_o[11]
min,0,o_io_hex3[6]
max reg2reg,5,sram.wdata_q[4]
min reg2reg,0,o_io_hex3[6]
max in group asynchronous,3,hex4[30]
min in group asynchronous,2,led_green[10]
## metrics by stage
step / hold WS [ns] / instances / utilization / setup WS (ns) / instance area [sq um]
2_1_floorplan: 0.362 / 1358 / - / 3.92 / 14800
3_3_place_gp: 0.374 / 2073 / 0.365 / 3.06 / 17500
3_5_place_dp: 0.376 / 2073 / 0.365 / 2.95 / 17500
4_1_cts: 0.389 / 2149 / 0.394 / 3.54 / 18900
5_1_grt: 0.399 / 2150 / 0.394 / 3.33 / 18900
6_report: 0.390 / 2151 / 0.394 / 3.47 / 18900
## power breakdown
| part | internal [mW] | switching (mW) | leakage [nW] |
|---|---|---|---|
| Clock | 1.16 | 0.803 | 0.683 |
| Sequential | 1.91 | 0.0150 | 4.02 |
| Combinational | 0.0945 | 0.128 | 2.34 |
| Total | 3.16 | 0.945 | 7.05 |
## layer usage
layer | up-vias | share of wire
met4 | 0 | 0.025
met1 | 5767 | 0.42
met5 | - | 0
met2 | 580 | 0.43
met3 | 71 | 0.13
li1 | 5278 | -
## cell families after synthesis
logic type | Yosys count | share of synthesized area
other cells | 1 | 0.000256
flops | 362 | 0.560
compound gates | 421 | 0.203
simple gates | 281 | 0.110
mux | 51 | 0.0370
latches | 32 | 0.0328
buf+inv | 172 | 0.0567
Power is estimated from default activity; no workload was simulated.
